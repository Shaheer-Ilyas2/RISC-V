==> design.v <==
module stage2_reg(
   input  logic        clk,
   input  logic        reset,
   input  logic [31:0] pc,
   input  logic [31:0] rdata2,
   input  logic [31:0] alu_o,
   input  logic [31:0] instr_F,
   input  logic [31:0] csr_wdata,
   input  logic [11:0] csr_addr,
   input  logic        stall_MW,
   output logic [31:0] rdata2_E,
   output logic [31:0] pc_E,
   output logic [31:0] alu_o_E,
   output logic [31:0] instr_E,
   output logic [31:0] csr_wdata_E,
   output logic [11:0] csr_addr_E
);
always_ff  @( posedge clk, posedge reset ) begin
   if (reset) begin
      rdata2_E    <= 0;
      pc_E        <= 0;
      alu_o_E     <= 0; 
      instr_E     <= 0;
      csr_addr_E  <= 0;
      csr_wdata_E <= 0;
   end
   else if (!stall_MW) begin
      rdata2_E    <= rdata2;
      pc_E        <= pc;
      alu_o_E     <= alu_o;
      instr_E     <= instr_F;
      csr_addr_E  <= csr_addr;
      csr_wdata_E <= csr_wdata; 
   end
end
endmodule
==> run.sh <==
#!/bin/bash
# OpenROAD 26Q1-2900-gdf79404cd8, Yosys 0.63+post, stock flow scripts
make -C /OpenROAD-flow-scripts/flow DESIGN_CONFIG=/design/flow/config.mk WORK_HOME=/design/flow/orfs finish
==> config.mk <==
export PLATFORM = sky130hd
export DESIGN_NAME = stage2_reg
export DESIGN_NICKNAME = stage2_reg
export VERILOG_FILES = /design/flow/design.v
export SDC_FILE = /design/flow/constraint.sdc
export NUM_CORES = 4
export LEC_CHECK = 1
export CORE_UTILIZATION = 40
==> constraint.sdc <==
current_design stage2_reg

set clk_period 1.0
set clk_io_pct 0.2

create_clock -name clk0 -period $clk_period [get_ports {clk}]

set non_clock_inputs [all_inputs -no_clocks]
set_input_delay [expr $clk_period * $clk_io_pct] -clock clk0 $non_clock_inputs
set_output_delay [expr $clk_period * $clk_io_pct] -clock clk0 [all_outputs]
==> qor.txt <==
Worst path required time = 0.80 ns
Initial antenna violation count = 0
Xor/xnor share = 0
Min Tclk post-route = 1.14 ns
YS chip area = 6700 um^2
Total GRT Usage = 0.223
Largest net degree at the start of global routing = 40
Global-route wire length before repair = 28400 um
Simple share = 0
CTS Hold Buffers Added = 0
Maxcap violations = 0
Reg2Reg Depth = 3
YS warnings = 1
CP startpoint kind = flip-flop
Final instance area = 10900 um^2
Routability congestion estimate = 0.895
Antenna Cells = 0
Top Layout Cells = clkdlybuf4s50_1 (173), dfrtp_1 (172), buf_2 (172)
Synth logic family = multiplexers
# DRC = 0
Met1 GRT Util = 0.297
H-tree depth = 4
Final ANT Viol Nets = 0
Post-Place Cell Area = 10800 um^2
IO buf count = 346
Unique cell type count in the Yosys netlist = 6
Worst-Margin Slew = 0.261 ns
Post-route setup slack = -0.142 ns
Routed length per instance = 17.7 um
Final Max Tran Viols = 0
Worst r2r src = csr_wdata_E[20]
WS Path Type = reg2out
Met3 Usage GRT = 0.0917
Synth Instances = 364
Aoi share = 0
PwrDens = 1630 nW/um^2
Num ports = 347
Mux area share = 0.334
Kind of end point of the critical path = output port
Reg-to-reg setup timing slack = 0 ns
Clock Sinks = 172
DIE WIDTH = 131 um
Outcome = complete, but fails checks
Clock latency (worst-skew pair) = 0.41 ns
Via-to-Cell Ratio = 4.50
FF+latch count, synth = 172
Failing checks = setup timing
Syn-to-layout area delta = 63.3%
Biggest cell delay along the critical path = 0.40 ns
CP delay by family, top = flip-flops
RSZ-0062 raised after global routing = yes
Total grt overflow = 0
CTS Buffer Depth = 2
Met2 usage = 0.367
Initial core utilization = 0.416
FP Rows = 46
DRT Wirelength = 18200 um
Post-Syn Area = 6700 um^2
Post-detail-place hpwl = 13400 um
Gr busiest metal = met2
Area of the die = 17300 um^2
Worst path slowest cell = dfrtp_1
Largest fanout on the critical path = 2
Fraction of layout cells with a size suffix above 1 = 0.575
CP cell instances = buf_2
Pleak = 5.21 nW
DR pass1 iterations = 4
Relative slew margins = 0.826
Clk root buf = clkbuf_16
Max Clk Rate = 0.875 GHz
Setup violators final = 174
Tcrit/Tclk final = 1.14
Vias in the first global route = 4976
Worst EP arrival = 0.94 ns
Via Count = 4639
Core Area = 16100 um^2
Worst min-delay path class = in2async
Reg-to-reg endpoint = csr_wdata_E[20]
Syn Area/Cell = 18.4 um^2
Worst Path Buf+Inv = 1
CTS Buf Count = 17
Final core occ = 0.679
Final Hold Vio Count = 0
CTS tree = done
Synth Seq Share = 0.642
Worst IR Drop VDD = 1400 uV
Most frequent logic cell in the layout = clkdlybuf4s50_1
Yosys cell count = 364
Yosys adder share = 0
Worst Skew = 0 ns
OpenROAD warning count = 29
Die height = 131 um
Clock-pin slew on the worst setup and hold paths = 0.06 ns
DRT iter0 DRCs = 110
-- synthesized netlist by cell type --
| master | instances | area [um^2] |
|---|---|---|
| dfrtp_1 | 172 | 4300 |
| mux2_2 | 92 | 1040 |
| mux2_4 | 80 | 1200 |
| buf_6 | 10 | 113 |
| buf_2 | 9 | 45.0 |
| inv_1 | 1 | 3.75 |
-- flip-flops by register name (all words and copies together), names as in the netlist --
name,cells
alu_o_E,32
csr_wdata_E,32
csr_addr_E,12
pc_E,32
instr_E,32
rdata2_E,32
-- worst max-delay path by stage --
| stage | start | to | cells after the start |
|---|---|---|---|
| after CTS | alu_o_E[22] | alu_o_E[22] | 1 |
| after global routing | csr_wdata_E[19] | csr_wdata_E[19] | 1 |
| final | alu_o_E[22] | alu_o_E[22] | 1 |
-- final cells by class --
type / instances / area [um^2]
Sequential cell: 172 / 4300
Multi-Input combinational cell: 172 / 2240
Timing Repair Buffer: 440 / 3530
Tap cell: 216 / 270
Clock inverter: 10 / 139
Clock buffer: 21 / 460
Fill cell: 1195 / 5170
Inverter: 1 / 7.51
-- power by group --
| group | switching (mW) | internal [mW] |
|---|---|---|
| Clock | 2.59 | 4.05 |
| Sequential | 0.341 | 7.66 |
| Combinational | 0.867 | 2.31 |
| Total | 3.80 | 14.0 |
-- cells by family after synthesis --
kind of cell	count (synthesis)
flops	172
mux	172
buf+inv	20
-- per-layer routing --
layer	routed length [um]	vias up
li1	-	2152
met1	7040	2270
met2	9180	208
met3	1860	9
met4	148	0
met5	0	-
-- metrics by stage --
stage / setup TNS, ns / hold WS (ns) / total power [mW] / cells / setup WS, ns
floorplan: -241.10 / 0.349 / 9.12 / 364 / -1.40
global placement: -16.21 / 0.487 / 11.6 / 946 / -0.124
detailed placement: -18.39 / 0.490 / 11.7 / 946 / -0.153
CTS: -21.59 / 0.126 / 17.9 / 1009 / -0.180
global route: -26.13 / 0.125 / 18.6 / 1032 / -0.191
finish: -17.89 / 0.140 / 17.8 / 1032 / -0.142
-- repair_timing --
item | CTS | global route
resized | 553 | 7
setup endpoints to repair | 172 | 175
buffers inserted | 32 | 26
Power and IR drop assume default switching activity.
